[./constraint.sdc]
current_design top_firewall

set clk_period 2.2
set clk_io_pct 0.2

create_clock -name clk0 -period $clk_period [get_ports {clk}]

set non_clock_inputs [all_inputs -no_clocks]
set_input_delay [expr $clk_period * $clk_io_pct] -clock clk0 $non_clock_inputs
set_output_delay [expr $clk_period * $clk_io_pct] -clock clk0 [all_outputs]
[./design.v]
module ascii_converter (
    input [1:0] code,  
    output reg [7:0] ascii  
);
    always @(*) begin
        case (code)
            2'b01: ascii = "R";   
            2'b10: ascii = "P";   
            2'b11: ascii = "B";   
            default: ascii = 8'h00;
        endcase
    end
endmodule
module fsm_firewall (
    input clk,  
    input rst,  
    input rule_violation,  
    input pattern_violation,  
    output reg alert_out,  
    output reg firewall_block,  
    output reg [1:0] led_status  
);
    parameter NORMAL  = 2'b00;
    parameter ALERT   = 2'b01;
    parameter ISOLATE = 2'b10;
    parameter RECOVER = 2'b11;
    reg [1:0] current_state, next_state;
    reg [1:0] alert_counter;
    reg [7:0] isolate_timer;
    wire violation = rule_violation || pattern_violation;
    always @(posedge clk or posedge rst) begin
        if (rst) begin
            current_state   <= NORMAL;
            alert_counter   <= 2'd0;
            isolate_timer   <= 8'd0;
        end else begin
            current_state <= next_state;
            if (violation) begin
                alert_counter <= alert_counter + 1;
            end else if (current_state == NORMAL || current_state == RECOVER) begin
                alert_counter <= 0;  
            end
            if (current_state == ISOLATE)
                isolate_timer <= isolate_timer + 1;
            else
                isolate_timer <= 0;
        end
    end
    always @(*) begin
        case (current_state)
            NORMAL: begin
                if (violation)
                    next_state = ALERT;
                else
                    next_state = NORMAL;
            end
            ALERT: begin
                if (alert_counter >= 3)
                    next_state = ISOLATE;
                else if (!violation)
                    next_state = NORMAL;
                else
                    next_state = ALERT;
            end
            ISOLATE: begin
                if (isolate_timer >= 20)
                    next_state = RECOVER;
                else
                    next_state = ISOLATE;
            end
            RECOVER: begin
                if (!violation)
                    next_state = NORMAL;
                else
                    next_state = RECOVER;
            end
            default: next_state = NORMAL;
        endcase
    end
    always @(*) begin
        alert_out      = (current_state == ALERT);
        firewall_block = (current_state == ISOLATE);
        led_status     = current_state;
    end
endmodule
module packet_filter (
    input        clk,  
    input        rst,  
    input [15:0] addr_in,  
    input [3:0]  cmd_in,  
    input [31:0] data_in,  
    output reg   rule_violation  
);
    wire r1_violation, r2_violation, r3_violation;
    assign r1_violation = (addr_in == 16'h0000);
    assign r2_violation = (data_in == 32'hDEADBEEF);
    assign r3_violation = ((cmd_in == 4'b0010) && (addr_in == 16'h1234)); 
    always @(posedge clk or posedge rst) begin
        if (rst)
            rule_violation <= 0;
        else
            rule_violation <= r1_violation | r2_violation | r3_violation;
    end
endmodule
module pattern_checker (
    input wire clk,  
    input wire rst,  
    input wire [31:0] data_in,  
    output reg pattern_violation,  
    output reg repeat_flag,  
    output reg signature_flag,  
    output reg [2:0] repeat_count,  
    output reg [2:0] timeout_counter,  
    output reg [31:0] prev_data  
);
    parameter SIG1 = 32'hCAFEBABE;
    parameter SIG2 = 32'h0000BEEF;
    always @(posedge clk or posedge rst) begin
        if (rst) begin
            pattern_violation <= 0;
            repeat_flag       <= 0;
            signature_flag    <= 0;
            repeat_count      <= 1;  
            timeout_counter   <= 0;
            prev_data         <= 32'h0;
        end else begin
            signature_flag <= (data_in == SIG1 || data_in == SIG2);
            if (data_in == prev_data) begin
                if (repeat_count < 3)
                    repeat_count <= repeat_count + 1;
                repeat_flag <= (repeat_count + 1 == 3);
                timeout_counter <= 0;
            end else begin
                repeat_count <= 1;  
                repeat_flag <= 0;   
                timeout_counter <= timeout_counter + 1;
            end
            pattern_violation <= signature_flag || repeat_flag;
            prev_data <= data_in;
        end
    end
endmodule
module top_firewall (
    input clk,  
    input rst,  
    input [31:0] data_in,  
    input [15:0] addr,  
    input wr_en,  
    input rd_en,  
    output alert_out,  
    output firewall_block,  
    output [1:0] led_status  
);
    wire rule_violation;
    wire pattern_violation;
    wire [1:0] violation_code;
    assign violation_code = {pattern_violation, rule_violation};
    packet_filter u1 (
        .clk(clk),
        .rst(rst),
        .addr_in(addr),
        .cmd_in({2'b00, wr_en, rd_en}),
        .data_in(data_in),
        .rule_violation(rule_violation)
    );
wire repeat_flag;
wire signature_flag;
wire [2:0] repeat_count;
wire [2:0] timeout_counter;
wire [31:0] prev_data;
pattern_checker u2 (
    .clk(clk),
    .rst(rst),
    .repeat_count(repeat_count),        
    .timeout_counter(timeout_counter),
    .prev_data(prev_data),         
    .data_in(data_in),
    .repeat_flag(repeat_flag),
    .signature_flag(signature_flag),
    .pattern_violation(pattern_violation)
);
    fsm_firewall u3 (
        .clk(clk),
        .rst(rst),
        .rule_violation(rule_violation),
        .pattern_violation(pattern_violation),
        .alert_out(alert_out),
        .firewall_block(firewall_block),
        .led_status(led_status)
    );
    wire [7:0] ascii_msg;
    ascii_converter u4 (
        .code(violation_code),
        .ascii(ascii_msg)
    );
endmodule
[./config.mk]
export PLATFORM = sky130hd
export DESIGN_NAME = top_firewall
export DESIGN_NICKNAME = top_firewall
export VERILOG_FILES = /design/flow/design.v
export SDC_FILE = /design/flow/constraint.sdc
export NUM_CORES = 4
export LEC_CHECK = 1
export CORE_UTILIZATION = 50
[./run.sh]
#!/bin/bash
# OpenROAD 26Q1-2900-gdf79404cd8, Yosys 0.63+post, stock flow scripts
make -C /OpenROAD-flow-scripts/flow DESIGN_CONFIG=/design/flow/config.mk WORK_HOME=/design/flow/orfs finish
==> flow_summary_export.csv <==
group,metric,value,unit
layout,fin_util,70.72,%
clock_tree,h-tree-depth,2,
logic_synthesis,yosys-stat-cells,188,
floorplan,core,0.004354,mm^2
clock_tree,cts_tree,"done",
drt,drt-initial-drc-count,37,
final_timing,fin_tns_setup,0,ns
logic_synthesis,synthAoiAreaFrac,4.314,%
drt,viasPerCell,5.161,
grt,grt_usage,20.95,%
place,placed_cell_area,0.002995,mm^2
critical_path,path_class,"reg -> out",
drt,drt-total-wl,4508,um
critical_path,worstReg2RegStart,"u2.prev_data[22]",
layout,num-fill-cells,297,
logic_synthesis,netlist_area,0.002262,mm^2
final_timing,max_slew_margin,75.73,%
logic_synthesis,yosysSeqAreaShare,56.47,%
floorplan,die_x,69.27,um
logic_synthesis,yosys_warnings,4,
final_timing,period_minus_slack,2.004,ns
hold_path,hp-class,"in -> async",
power_and_ir_drop,vdd_drop_max,0.5121,mV
logic_synthesis,ys_types,28,
place,gp_congestion,0.8623,
final_timing,clock-skew-final,0.004316,ns
floorplan,fp.dieH,69.27,um
layout,area_delta_synth_final,36.12,%
place,dp_hpwl,3578,um
critical_path,worstPathMaxFanout,11,
final_timing,finalMaxSlewViolations,0,
final_timing,fmax,499.1,MHz
logic_synthesis,mux_area_share,0,%
critical_path,r2r_slack,0.55,ns
critical_path,start_kind,"register",
clock_tree,cts_buffers,5,
critical_path,reg2reg_depth,4,
clock_tree,holdBufCountCts,0,
run_status,status,"finished, final reports clean",
logic_synthesis,synthArstFlopShare,100.0,%
layout,fin_area,0.003079,mm^2
logic_synthesis,synthAdderAreaFrac,4.978,%
grt,grt-ovfl-total,0,
layout,drive_gt1_share,9.811,%
final_timing,setup_viol,0,
clock_tree,clock-sinks,51,
drt,num_antenna_cells,0,
power_and_ir_drop,leakage,1.340,nW
drt,ant_nets,0,
clock_tree,cts.path.max_buffers,2,
drt,drc,0,
critical_path,required,1.76,ns
logic_synthesis,synth-edff-count,0,
clock_tree,clock.latency.late_pin,0.29,ns
drt,vias,1636,
floorplan,die-area,0.004798,mm^2
logic_synthesis,simple_gate_area_share,18.36,%
final_timing,hold_violations,0,
clock_tree,root_buffer,"clkbuf_8",
critical_path,arrival,1.56,ns
power_and_ir_drop,powerDensity,550.1,mW/mm^2
logic_synthesis,ff_type,"dfrtp_1",
critical_path,r2r-end,"u2.repeat_count[0]",
final_timing,finalClockPeriodUsage,91.08,%
floorplan,fp_util,51.95,%
floorplan,io_pins,56,
logic_synthesis,ys_area,0.002262,mm^2
floorplan,row_count,24,
clock_tree,clkTransAtPathRegs,0.08,ns
run,drv_cap,0,
critical_path,crit_path_end_kind,"output port",
grt,grt_max_degree,42,
logic_synthesis,logic_family,"simple AND/OR/NAND/NOR gates",
logic_synthesis,synthCells,188,
drt,wl_per_cell,14.22,um
drt,first_pass_iters,4,
logic_synthesis,ys.flops,51,
power_and_ir_drop,total_power,0.001694,W
grt,first_global_vias,1717,
grt,grt_pass1_wl,7686,um
logic_synthesis,synth_area_per_cell,12.03,um^2
place,portBuffers,55,
final_timing,rsz0062_at_grt,"no",
grt,antenna_found_initial,0,
final_timing,worst_pin_slew,0.3607,ns
final_timing,whs,0.3784,ns
run,warnings,32,
logic_synthesis,ys_sh_xor,14.71,%
[layer usage]
layer / wire length, um / track usage, % / vias to the layer above
li1: - / - / 820
met1: 2044 / 33.70 / 774
met2: 2260 / 33.23 / 35
met3: 136 / 3.245 / 7
met4: 65 / 2.948 / 0
met5: 0 / 0 / -
[power by group]
part | internal [W] | switching, W
registers | 0.000966 | 0.0000124
logic | 0.000128 | 0.0000889
clock network | 0.000223 | 0.000275
[cell families (layout without fill, tap and decap cells)]
family	count (synthesis)	count (layout)
flip-flops	51	51
AND-OR/OR-AND	17	17
adder cells (fa/ha/maj)	9	9
buffers and inverters	7	84
AND/OR/NAND/NOR	66	66
XOR/XNOR	38	38
[per-stage QoR]
step,worst slack (ns),instances
4_1_cts,0.08211,317
6_report,0.1963,317
5_1_grt,0.08500,317
3_5_place_dp,0.0004419,309
3_3_place_gp,0.05274,309
2_1_floorplan,0.5321,188
[synth_stat cells (all sizes together) (3+ instances only)]
cell | number | area [um^2]
nand2 | 5 | 18.77
nor4 | 13 | 93.84
a21boi | 3 | 22.52
or4 | 3 | 22.52
inv | 7 | 26.28
nand3 | 6 | 30.03
o21ai | 7 | 35.03
and2 | 7 | 43.79
nand4 | 8 | 50.05
xnor2 | 4 | 35.03
nor3 | 7 | 35.03
nand4b | 3 | 26.28
dfrtp | 50 | 1251
ha | 9 | 112.6
a21oi | 5 | 25.02
xor2 | 34 | 297.8
nor2 | 4 | 15.01
[how the worst max path moves through the flow]
stage | from | to | slack [ns] | cells past startpoint
CTS | u3.current_state[0] | firewall_block | 0.08 | 3
global route | u3.current_state[0] | firewall_block | 0.09 | 3
finish | u3.current_state[0] | firewall_block | 0.20 | 3
[placed cells by master, fill, tap and decap left out, types with 6 or more instances in the layout]
master           count
xor2_1              34
buf_4               13
ha_1                 8
nor4_1              11
clkdlybuf4s50_1     55
and2_1               7
inv_1                6
o21ai_0              7
nor3_1               7
dfrtp_1             50
nand4_1              8
nand3_1              6
[timing repair]
item	4_1_cts	5_1_grt
setup buffers	0	0
endpoints found under the setup margin	0	1
hold endpoints to repair	0	0
gates resized	0	1
[critical path, stage by stage, from the launching register on]
cell             delay [ns]
dfrtp_1                0.42
inv_1                  0.10
ha_2                   0.28
clkdlybuf4s50_1        0.48
[cell type report]
class | count | area (um^2) | share of cell area [%]
inverters | 7 | 26.28 | 0.8533
well taps | 52 | 65.06 | 2.113
flip-flops and latches | 51 | 1277 | 41.49
clock buffers | 7 | 76.32 | 2.479
clock inverters | 1 | 5.005 | 0.1625
repair buffers | 69 | 668.1 | 21.70
multi-input cells | 130 | 960.9 | 31.21
[state kept, by name, summed over array words and instances, names as in the netlist]
register / cells
u1.rule_violation: 1
u2.pattern_violation: 1
u2.prev_data: 32
u2.repeat_count: 3
u2.repeat_flag: 1
u2.signature_flag: 1
u3.alert_counter: 2
u3.current_state: 2
u3.isolate_timer: 8
No activity file was given, so power comes from the tool's default toggle rates.
